--- /design/flow/run.sh ---
#!/bin/bash
# OpenROAD 26Q1-2900-gdf79404cd8, Yosys 0.63+post, stock flow scripts
make -C /OpenROAD-flow-scripts/flow DESIGN_CONFIG=/design/flow/config.mk WORK_HOME=/design/flow/orfs finish
--- /design/flow/config.mk ---
export PLATFORM = sky130hd
export DESIGN_NAME = FullAdder8bit
export DESIGN_NICKNAME = FullAdder8bit
export VERILOG_FILES = /design/flow/design.v
export SDC_FILE = /design/flow/constraint.sdc
export NUM_CORES = 4
export LEC_CHECK = 1
export CORE_AREA = 10 10 70 70
export DIE_AREA = 0 0 80 80
--- /design/flow/design.v ---
module FullAdder1bit (input a,b,cin, output sum , cout);
	assign {cout,sum} = a + b + cin;
endmodule
module FullAdder8bit (input [7:0] a, b , input cin , output [7:0] sum, output cout);
	wire cout1,cout2,cout3,cout4,cout5,cout6,cout7;
	FullAdder1bit U1 (.a(a[0]),.b(b[0]),.cin(cin),.sum(sum[0]),.cout(cout1));
	FullAdder1bit U2 (.a(a[1]),.b(b[1]),.cin(cout1),.sum(sum[1]),.cout(cout2));
	FullAdder1bit U3 (.a(a[2]),.b(b[2]),.cin(cout2),.sum(sum[2]),.cout(cout3));
	FullAdder1bit U4 (.a(a[3]),.b(b[3]),.cin(cout3),.sum(sum[3]),.cout(cout4));
	FullAdder1bit U5 (.a(a[4]),.b(b[4]),.cin(cout4),.sum(sum[4]),.cout(cout5));
	FullAdder1bit U6 (.a(a[5]),.b(b[5]),.cin(cout5),.sum(sum[5]),.cout(cout6));
	FullAdder1bit U7 (.a(a[6]),.b(b[6]),.cin(cout6),.sum(sum[6]),.cout(cout7));
	FullAdder1bit U8 (.a(a[7]),.b(b[7]),.cin(cout7),.sum(sum[7]),.cout(cout));
endmodule
--- /design/flow/constraint.sdc ---
current_design FullAdder8bit

set clk_period 10.2
set clk_io_pct 0.2

create_clock -name clk0 -period $clk_period

set non_clock_inputs [all_inputs -no_clocks]
set_input_delay [expr $clk_period * $clk_io_pct] -clock clk0 $non_clock_inputs
set_output_delay [expr $clk_period * $clk_io_pct] -clock clk0 [all_outputs]
==> flow_metrics.rpt <==
=== SYNTHESIS / PLACE & ROUTE SUMMARY ===
----------------------------------------------------
[Run status]
  Run status ........................ finished, final reports clean

[Place]
  Post-Place Worst Slack ........................ 2088 ps
  Half-perimeter wire length after detailed placement ........................ 741.6 um
  GPL Wtd Cong ........................ 0.8154
  Input/output buffers ........................ 26

[Floorplan]
  Overall die area ........................ 6400 um^2
  Die y size ........................ 80 um
  X dimension of the die ........................ 80 um
  Top-Level Pins ........................ 26
  Standard-cell rows ........................ 21
  Core Region ........................ 3416 um^2
  Share of the core filled by cells before placement ........................ 7.546%

[Timing]
  Final number of setup-violating endpoints ........................ 0
  RSZ-0062 raised after global routing ........................ false
  Relative slew slack ........................ 92.99%
  Worst Max-Slew Pin Slew ........................ 104.9 ps
  Max frequency ........................ 124.1 MHz
  Setup slack of the critical path after layout ........................ 2145 ps
  Post-layout minimum cycle time ........................ 8055 ps
  Final Hold Violating Endpoints ........................ 0
  Final worst path period share ........................ 78.97%
  Number of slew-limit violations in the final report ........................ 0
  Post-Route Setup TNS ........................ 0 ps

[Min path]
  Path class of the lowest-slack min-delay path ........................ in -> out

[Yosys]
  Cell area after synthesis ........................ 257.7 um^2
  Distinct cell type count of the synthesized netlist ........................ 3
  Avg Inst Size Synth ........................ 9.913 um^2
  Cell count after synthesis ........................ 26
  Chip area from the yosys synthesis statistics ........................ 257.7 um^2
  Number of cell instances after yosys synthesis ........................ 26
  Total of warnings raised by yosys ........................ 0
  Part of the Yosys area used for sequential elements ........................ 0%

[Power and ir drop]
  Relative contribution of combinational cells to total power ........................ 100.0%
  Switching Fraction ........................ 25.68%
  Sequential Power Share ........................ 0%
  Static leakage ........................ 0.2134 nW
  Pint ........................ 0.00001956 W
  Switching power total ........................ 0.000006759 W
  Clock share of power ........................ 0%
  Power density relative to cell area ........................ 51.06 nW/um^2
  Worst supply voltage drop on vdd ........................ 0.01941 mV

[GRT]
  Global-route wire length before repair ........................ 1290 um
  Met1 track utilization from global routing ........................ 3.711%
  Highest-utilization routing layer at the global route stage ........................ met1
  Leftover overflow at the end of global routing ........................ 0
  Antenna violations before repair ........................ 0
  M2 GR Usage ........................ 2.889%
  Largest net degree at the start of global routing ........................ 2
  Combined global-route utilization of all metal layers ........................ 2.491%
  Routing usage on met3 ........................ 1.818%
  Vias in the first global route ........................ 268

[Setup path]
  Data required time at the worst endpoint ........................ 8160 ps
  CP Class ........................ in -> out
  Launching element type of the critical path ........................ input port
  CP Data Arrival Time ........................ 6020 ps
  Max FO, Critical Path ........................ 1
  Endpoint kind of the worst setup timing path ........................ output port

[Routing]
  Drt first pass iters ........................ 1
  Number of DRC violations after detailed routing ........................ 0
  Routed len/inst ........................ 8.356 um
  DR vias ........................ 209
  Via-per-instance ratio ........................ 2.322
  Diodes inserted ........................ 0
  Detailed Route Iter0 Violations ........................ 0
  Final routed wirelength across all metal layers ........................ 752 um
  Number of antenna-violating nets in the routed design ........................ 0

[Final layout]
  Synth-to-Final Area Change ........................ 100.0%
  Top logic cell by instance count in the layout ........................ sky130_fd_sc_hd__clkdlybuf4s50_1
  Number of sequential storage elements ........................ 0
  Fraction of layout cells with a size suffix above 1 ........................ 0%
  Sequential Area ........................ 0 um^2
  Most common logic cells in the final layout ........................ sky130_fd_sc_hd__clkdlybuf4s50_1, sky130_fd_sc_hd__inv_1, sky130_fd_sc_hd__fa_1
  Filler instances ........................ 392
  CLK BUF ........................ 0
  Utilization after layout ........................ 15.09%

[Run]
  Tally of OpenROAD warnings ........................ 32
  Maxcap violations ........................ 0

[Clock tree]
  Buffers inserted by post-CTS timing repair ........................ 0
  Number of gates given a new drive strength after cts ........................ 0
  CTS hold repair buffers ........................ 0

----------------------------------------------------
layer usage:
metal / vias up / routed length [um]
met4: 0 / 0
met2: 25 / 191
met3: 0 / 200
li1: 96 / -
met1: 88 / 360
met5: - / 0
through the flow:
step / instances / area [um^2] / hold slack, ps / power (W)
2_1_floorplan: 26 / 257.7 / 4297 / 0.00001304
3_3_place_gp: 90 / 515.5 / 5132 / 0.00002737
3_5_place_dp: 90 / 515.5 / 5122 / 0.00002729
4_1_cts: 90 / 515.5 / 5128 / 0.00002756
5_1_grt: 90 / 515.5 / 5199 / 0.00003121
6_report: 90 / 515.5 / 5123 / 0.00002632
kinds of logic after synthesis:
kind of cell,count (synthesis),share of synthesized area (%)
buf+inv,18,37.87
fa+ha+maj,8,62.13
final timing paths:
path  from  endpoint  slack (ps)  cells past startpoint
max   b[0]    sum[7]        2140                     14
min    cin    sum[0]        5120                      5
cells in the mapped netlist, drive strengths merged:
cell type	number	area, um^2
buf	8	60.06
inv	10	37.54
fa	8	160.2
cell type report:
| type | instances | area [um^2] | area share [%] |
|---|---|---|---|
| Timing Repair Buffer | 26 | 260.3 | 50.49 |
| Multi-Input combinational cell | 8 | 160.2 | 31.07 |
| Tap cell | 46 | 57.56 | 11.17 |
| Inverter | 10 | 37.54 | 7.282 |
power groups by stage:
stage,sequential (W),combinational [W],clock [W]
5_1_grt,0,0.0000312,0
6_report,0,0.0000263,0
4_1_cts,0,0.0000276,0
worst max-delay path: stages:
cell,delay (ps)
sky130_fd_sc_hd__clkdlybuf4s50_1,400
sky130_fd_sc_hd__inv_1,80
sky130_fd_sc_hd__fa_1,160
sky130_fd_sc_hd__inv_1,50
sky130_fd_sc_hd__fa_1,370
sky130_fd_sc_hd__fa_1,390
sky130_fd_sc_hd__fa_1,400
sky130_fd_sc_hd__fa_1,390
sky130_fd_sc_hd__fa_1,380
sky130_fd_sc_hd__fa_1,360
sky130_fd_sc_hd__inv_1,70
sky130_fd_sc_hd__fa_1,400
sky130_fd_sc_hd__inv_1,60
sky130_fd_sc_hd__clkdlybuf4s50_1,470
No activity file was given, so power comes from the tool's default toggle rates.
