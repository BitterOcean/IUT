$ cat design.v
module Mux4to1_8bit (input [7:0] a,b,c,d, input [1:0] select, output [7:0] outBus);
	Mux4to1_1bit U0 (.a(a[0]),.b(b[0]),.c(c[0]),.d(d[0]),.select(select),.outBus(outBus[0]));
	Mux4to1_1bit U1 (.a(a[1]),.b(b[1]),.c(c[1]),.d(d[1]),.select(select),.outBus(outBus[1]));
	Mux4to1_1bit U2 (.a(a[2]),.b(b[2]),.c(c[2]),.d(d[2]),.select(select),.outBus(outBus[2]));
	Mux4to1_1bit U3 (.a(a[3]),.b(b[3]),.c(c[3]),.d(d[3]),.select(select),.outBus(outBus[3]));
	Mux4to1_1bit U4 (.a(a[4]),.b(b[4]),.c(c[4]),.d(d[4]),.select(select),.outBus(outBus[4]));
	Mux4to1_1bit U5 (.a(a[5]),.b(b[5]),.c(c[5]),.d(d[5]),.select(select),.outBus(outBus[5]));
	Mux4to1_1bit U6 (.a(a[6]),.b(b[6]),.c(c[6]),.d(d[6]),.select(select),.outBus(outBus[6]));
	Mux4to1_1bit U7 (.a(a[7]),.b(b[7]),.c(c[7]),.d(d[7]),.select(select),.outBus(outBus[7]));
endmodule
module Mux16to1_8bit(input [7:0] a,b,c,d,e,f,g,h,i,j,k,l,m,n,o,p, input [3:0] select, output [7:0] outBus);
	wire [7:0] out [3:0];
	Mux4to1_8bit U0 (.a(a),.b(b),.c(c),.d(d),.select(select[1:0]),.outBus(out[0]));
	Mux4to1_8bit U1 (.a(e),.b(f),.c(g),.d(h),.select(select[1:0]),.outBus(out[1]));
	Mux4to1_8bit U2 (.a(i),.b(j),.c(k),.d(l),.select(select[1:0]),.outBus(out[2]));
	Mux4to1_8bit U3 (.a(m),.b(n),.c(o),.d(p),.select(select[1:0]),.outBus(out[3]));
	Mux4to1_8bit U4 (.a(out[0]),.b(out[1]),.c(out[2]),.d(out[3]),.select(select[3:2]),.outBus(outBus));
endmodule
module Mux4to1_1bit(input a,b,c,d, input [1:0] select, output outBus);
	assign outBus = select[1]?(select[0]?d:c):(select[0]?b:a);
endmodule
$ cat run.sh
#!/bin/bash
# OpenROAD 26Q1-2900-gdf79404cd8, Yosys 0.63+post, stock flow scripts
make -C /OpenROAD-flow-scripts/flow DESIGN_CONFIG=/design/flow/config.mk WORK_HOME=/design/flow/orfs finish
$ cat constraint.sdc
current_design Mux16to1_8bit

set clk_period 1.8
set clk_io_pct 0.2

create_clock -name clk0 -period $clk_period

set non_clock_inputs [all_inputs -no_clocks]
set_input_delay [expr $clk_period * $clk_io_pct] -clock clk0 $non_clock_inputs
set_output_delay [expr $clk_period * $clk_io_pct] -clock clk0 [all_outputs]
$ cat config.mk
export PLATFORM = sky130hd
export DESIGN_NAME = Mux16to1_8bit
export DESIGN_NICKNAME = Mux16to1_8bit
export VERILOG_FILES = /design/flow/design.v
export SDC_FILE = /design/flow/constraint.sdc
export NUM_CORES = 4
export LEC_CHECK = 1
export CORE_AREA = 10 10 93 93
export DIE_AREA = 0 0 103 103
==> impl_metrics.csv <==
group,metric,value,unit
critical_path,start_kind,"primary input",
synthesis,synthAdderAreaFrac,0,%
synthesis,mux_share,70.7,%
route,routed_via_density,4.47,
final_layout,nClkBuffers,0,
sta,finalClockPeriodUsage,106,%
sta,drv_slew,0,
floorplanning,fp_util,16.2,%
sta,rsz0062_at_grt,"yes",
sta,finalWorstSetupSlack,-0.115,ns
floorplanning,io-pin-count,140,
route,ant_nets,0,
synthesis,yosysWarnings,1,
power,powerDensity,205,nW/um2
synthesis,top_cells_by_area,"mux4_2, mux4_1, a22oi_1",
synthesis,yosys.area.top_type_share,37.1,%
grt,grt_overflow,0,
sta,worstMarginPinSlew,0.283,ns
critical_path,cp-end-kind,"output port",
final_layout,fin_util,38.4,%
final_layout,seq_cells,0,
final_layout,drive_above_1_share,35.5,%
floorplanning,rows,30,
synthesis,post_synth_num_cell_types,12,
synthesis,ys_cells,78,
route,totalWireLength,6.28,mm
synthesis,ys_area,1090,um2
power,p_leak,1.25,nW
placement,hpwl,5.47,mm
floorplanning,chipWidth,103,um
floorplanning,die-area,10600,um2
status,status,"finished with violations",
route,drt_iter0_markers,18,
critical_path,crit_arrival,1.56,ns
floorplanning,core,6760,um2
final_layout,logic_area,966,um2
grt,grt_pass1_wl,9.10,mm
synthesis,netlist_area,1090,um2
synthesis,synth_seq_share,0,%
route,dr.pass1.iters,4,
sta,finalHoldViolations,0,
flow_run,drv_cap,0,
synthesis,top_area_cell,"mux4_2",
critical_path,required,1.44,ns
flow_run,warning_count,34,
sta,fmax,522,MHz
min_path,min_path_type,"in -> out",
placement,routabilityCongestion,0.804,
sta,fin_crit,1.92,ns
grt,grt_pass1_vias,1681,
status,violations,"setup timing",
synthesis,synthXorXnorAreaFrac,0,%
grt,grt_max_degree,17,
synthesis,ys_top_logic_family,"multiplexers",
sta,slew_headroom,81.2,%
sta,whs,1.23,ns
final_layout,areaGrowthSynthToFinish,137,%
synthesis,ys_sh_aoi,11.0,%
synthesis,simple_gate_share,4.92,%
placement,numPortBuffers,140,
final_layout,ff_latch_area,0,um2
critical_path,critPathMaxFanout,1,
critical_path,crit_type,"in -> out",
power,ir_worst_vdd,115,uV
grt,grtUsageTotal,11.6,%
synthesis,postSynthCellCount,78,
route,drc,0,
synthesis,avgSynthCellArea,14.0,um2
clock_tree,cts_hold_buf,0,
route,wire_per_inst,20.7,um
final_layout,fillCellCount,694,
grt,antenna_found_initial,5,
sta,setup_viol,8,
route,vias,1354,
floorplanning,die_h,103,um
[cell type report]
class | instances | share of cell area (%)
repair buffers | 160 | 58.6
diodes | 3 | 0.289
multi-input cells | 60 | 37.2
well taps | 80 | 3.86
[cell usage after synthesis (all sizes together)]
library cell and number:
mux4 32, a22oi 16, buf 15, nand2 8
clkdlybuf4s25 3, and2 1, and2b 1, nor2 1
nor2b 1
[critical path, stage by stage]
cell and delay (ns):
clkdlybuf4s50_1 0.39, mux4_2 0.45, a22oi_1 0.16, nand2_1 0.07, buf_2 0.12
[logic make-up after synthesis]
kind of cell,after synthesis
buffers and inverters,18
AND/OR/NAND/NOR,12
AND-OR/OR-AND,16
multiplexers,32
[through the flow]
stage	cell area, um2	instances	setup slack (ns)	total power, mW	setup TNS (ns)
6_report	2590	303	-0.115	0.531	-0.704
5_1_grt	2590	302	-0.159	0.571	-1.16
4_1_cts	2520	300	-0.126	0.537	-0.798
3_5_place_dp	2490	288	-0.707	0.580	-5.35
3_3_place_gp	2490	288	-0.693	0.577	-5.37
2_1_floorplan	1080	78	0.00833	0.246	0
[final timing paths]
check / from / end / slack [ns] / cells after the start
max: o[5] / outBus[5] / -0.12 / 5
min: g[1] / outBus[1] / 1.23 / 5
[placed cells by master (no fill, tap or decap)]
master and instances:
buf_16 2, nand2_1 8, nor2b_2 1, mux4_2 32, buf_4 11, and2b_4 1, clkdlybuf4s15_2 1, buf_6 4
diode_2 3, a22oi_1 3, buf_12 4, clkdlybuf4s50_1 10, buf_2 8, nor2_1 1, dlygate4sd2_1 105, a22oi_2 13
dlymetal6s2s_1 15, and2_2 1
[timing repair]
action                                 4_1_cts  5_1_grt
buffers inserted                            10        0
gates resized                              155       21
setup endpoints to repair                    8        8
endpoints found under the hold margin        0        0
pin swaps                                   24        7
gates cloned                                 2        0
[routing by layer]
layer	vias to the layer above	wire length, um	track usage [%]
met4	4	0	0
met5	-	27	0
met2	83	3200	21.0
li1	635	-	-
met3	4	902	7.18
met1	628	2150	11.8
[power by group]
part / total [mW] / internal [mW] / switching [mW]
registers: 0 / 0 / 0
clock network: 0.000000223 / 0.000000223 / 0
logic: 0.531 / 0.371 / 0.160
No activity file was given, so power comes from the tool's default toggle rates.
