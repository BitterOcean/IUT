### design/flow/constraint.sdc
current_design pwm_detector

set clk_period 4.0
set clk_io_pct 0.2

create_clock -name clk0 -period $clk_period [get_ports {clk}]

set non_clock_inputs [all_inputs -no_clocks]
set_input_delay [expr $clk_period * $clk_io_pct] -clock clk0 $non_clock_inputs
set_output_delay [expr $clk_period * $clk_io_pct] -clock clk0 [all_outputs]
### design/flow/run.sh
#!/bin/bash
# OpenROAD 26Q1-2900-gdf79404cd8, Yosys 0.63+post, stock flow scripts
make -C /OpenROAD-flow-scripts/flow DESIGN_CONFIG=/design/flow/config.mk WORK_HOME=/design/flow/orfs finish
### design/flow/config.mk
export PLATFORM = sky130hd
export DESIGN_NAME = pwm_detector
export DESIGN_NICKNAME = pwm_detector
export VERILOG_FILES = /design/flow/design.v
export SDC_FILE = /design/flow/constraint.sdc
export NUM_CORES = 4
export LEC_CHECK = 1
export CORE_UTILIZATION = 40
### design/flow/design.v
`timescale 1ns / 1ps
module pwm_detector(
	input clk,
	input pwm_in,
	input high_read,
	input low_read, 
	output reg [15:0] data_out=16'bz
	);
	reg [15:0] Low=0;
	reg [15:0] High=0;
	reg [15:0] HighCounter=0;
	reg [15:0] LowCounter=0;
	always @(posedge clk)
	begin
		if (pwm_in==1)
		begin 
			if(Low != LowCounter && HighCounter==0) Low <= LowCounter;
			LowCounter <= 0; 
			HighCounter <= HighCounter + 1; 
		end
		if(pwm_in==0)
		begin 
			if(High != HighCounter && LowCounter==0) High <= HighCounter;
			HighCounter <= 0; 
			LowCounter <= LowCounter + 1; 
		end
	end
	always @(posedge clk)
	begin 
		if (high_read==1)
			data_out <= High;
		else if (low_read==1)
			data_out <= Low;
		else
			data_out <= 16'bz;
	end
endmodule
==> summary.rpt <==
FLOW METRICS REPORT
----------------------------------------------------
[Power]
  P_leak ........................ 1.29 nW
  Largest voltage drop on the vdd net ........................ 0.164 mV
  PwrDens ........................ 420 nW/um2

[Critical path]
  Worst reg2reg startpoint ........................ LowCounter[0]
  Critical Path Start Type ........................ input pin
  CP required ........................ a little over 4 ns
  Crit path max fanout ........................ 20
  Critical path class ........................ in2reg
  Source of the critical timing path ........................ pwm_in
  Data arrival, critical path ........................ about 2.6 ns
  FF-to-FF setup slack ........................ between 2 and 2.5 ns
  Endpoint kind of the worst setup timing path ........................ flop

[Yosys]
  Mean instance size in the synthesized netlist ........................ 11.9 um2
  Sequential area share after synthesis ........................ 56.9%
  Area figure in the yosys stat output ........................ 3380 um2
  Biggest area consumer among synthesized cells ........................ sky130_fd_sc_hd__dfxtp_1
  Count of state elements after synthesis ........................ 80
  Count of cell types in the netlist ........................ 33
  Dominant cells by area after synthesis ........................ sky130_fd_sc_hd__dfxtp_1 28%, sky130_fd_sc_hd__edfxtp_1 28%, sky130_fd_sc_hd__xnor2_1 12%
  Area leader share ........................ 28.4%
  Most frequent cell after synthesis ........................ sky130_fd_sc_hd__dfxtp_1
  Cell types with the highest counts after synthesis ........................ 48 x sky130_fd_sc_hd__dfxtp_1, 45 x sky130_fd_sc_hd__xnor2_1, 32 x sky130_fd_sc_hd__edfxtp_1
  Number of warnings reported in the yosys synthesis log ........................ 3
  Count of library flops with an enable pin ........................ 32
  Summed instance area of the synthesized netlist ........................ 3380 um2
  Async SR Flop Fraction ........................ 0%
  Post-synthesis cell count ........................ 283
  Number of cells in Yosys stat ........................ 283
  Leading register cell type out of synthesis ........................ sky130_fd_sc_hd__dfxtp_1

[Final timing]
  Maximum frequency from static timing analysis ........................ 395 MHz
  Relative max-transition margin ........................ a little over half
  Slew at the pin with the worst max-slew slack ........................ 0.703 ns
  Setup repair after global routing missed its margin ........................ no
  Final Hold Vio Count ........................ 0
  Min cycle time layout ........................ ~2.5 ns
  Setup Viol. Count Final ........................ 0
  Max Transition Viols Final ........................ 0
  Total Negative Setup Slacks ........................ 0 ns
  Post-route fraction of the period consumed by the critical path ........................ 63.4%
  Post-Route Skew ........................ between 0.009 and 0.01 ns
  Post-Route Hold Slack ........................ roughly 0.50 ns

[Floorplanning]
  Height of the die ........................ 93.9 um
  Boundary Pins ........................ 20
  Floorplan core density ........................ 41.3%
  Cell row count ........................ 33
  Die area ........................ around 8800 um2
  Horizontal die dimension ........................ roughly 94 um
  Std-Cell Core Area ........................ slightly above 8000 um2

[Worst hold path]
  Worst min-delay path class ........................ reg2reg
  Critical hold path startpoint ........................ HighCounter[15]

[Placed design]
  Sum of net half-perimeters after detailed placement ........................ 4070 um
  Post-place instance area ........................ 3620 um2
  RePlAce Congestion ........................ a little under 0.8
  Total of buffers placed on input and output ports ........................ 18

[Route]
  Number of antenna-violating nets in the routed design ........................ 0
  Number of diodes ........................ 0
  Aggregate routed wire length ........................ 6140 um
  Iteration-0 DRC count of the detailed router ........................ 97
  Post-DR vias/cell ........................ between 4 and 5
  Routed via count ........................ 2030
  Drc violations ........................ 0
  Length of the first detailed-routing pass in iterations ........................ 4
  Wirelength per Cell ........................ 15.0 um

[Clock network]
  Number of setup buffers added after CTS ........................ 0
  CTS tree ........................ built
  Clock buffer depth ........................ 2
  Clock insertion delay at the later pin of the skew report ........................ 0.35 ns
  Clock slew seen by the registers of the worst setup and hold paths ........................ 0.08 ns
  Number of buffers inserted during clock tree synthesis ........................ 9
  Count of clock tree sinks ........................ 80
  CTS H-tree depth ........................ 3
  Cell chosen for the clock root ........................ sky130_fd_sc_hd__clkbuf_8
  Post-CTS Hold Buffers ........................ 0
  Post-CTS sizing ........................ 0

[Job]
  Tally of max-capacitance violations ........................ 0
  Count of tool warnings ........................ 28

[GRT]
  Total gr overflow ........................ 0
  Wire length of the first global-routing pass ........................ 10400 um
  Initial antenna violation count ........................ 0
  Maximum number of pins on one net before global-route repair ........................ 21
  Via count of the first global-routing pass ........................ 2040
  Overall global routing resource usage ........................ between 10% and 20%

[Cells and area]
  Fraction of final layout cells sized beyond drive strength 1 ........................ 12.5%
  Fill count ........................ 733
  Finished Cell Area ........................ 3810 um2
  Area growth, synth to finish ........................ 12.9%
  Final cell utilization of the core ........................ 46.7%

[Outcome]
  Run status ........................ finished clean

----------------------------------------------------
[metal layers]
layer  GRT usage, %  share of wire [%]  vias to the layer above
li1               -                  -                     1030
met1           27.3                 53                      941
met2           22.1                 41                       49
met3           4.28                4.9                       10
met4           2.44                1.2                        0
met5              0                  0                        -
[registers in the layout, indices dropped and copies added, names as in the netlist]
signal and cells:
HighCounter 16, LowCounter 16, High 16, Low 16
data_out 16
[cell families after synthesis]
kind of cell               Yosys count  share of synthesized area [%]
adders and majority gates            4                           1.48
and+or+nand+nor                    101                           17.6
buffers and inverters               20                           3.04
xor gates and xnor gates            55                           14.3
DFF                                 80                           56.9
AOI/OAI and AO/OA                    5                          0.815
muxes                               18                           5.93
[worst max-delay path: stages]
cell	delay (ns)
sky130_fd_sc_hd__clkdlybuf4s50_1	0.91
sky130_fd_sc_hd__nand2b_1	0.16
sky130_fd_sc_hd__nor3_1	0.17
sky130_fd_sc_hd__nand4_1	0.14
sky130_fd_sc_hd__nor2_1	0.13
sky130_fd_sc_hd__buf_4	0.25
[final cells by class]
cell class	count	area [um2]	share of cell area (%)
Multi-Input combinational cell	183	1350	35.5
Inverter	4	15.0	0.394
Sequential cell	80	1920	50.4
Timing Repair Buffer	21	203	5.31
Clock inverter	4	45.0	1.18
Clock buffer	12	145	3.80
Tap cell	105	131	3.44
[power by group]
| part | internal, mW | switching [mW] | total, mW |
|---|---|---|---|
| Combinational | 0.0638 | 0.0425 | 0.106 |
| Clock | 0.303 | 0.274 | 0.577 |
| Sequential | 0.890 | 0.0295 | 0.920 |
[stage by stage]
step | worst slack (ns) | instances | total power, mW
detailed placement | 1.09 | 393 | 1.05
global route | 1.29 | 409 | 1.67
finish | 1.47 | 409 | 1.60
global placement | 1.12 | 393 | 1.04
CTS | 1.44 | 409 | 1.62
floorplan | 1.65 | 283 | 0.992
[path summary, 6_finish.rpt]
kind / cells after the start / endpoint
setup reg to reg: 6 / High[8]
hold reg to reg: 0 / High[15]
setup / recovery: 6 / Low[10]
hold / removal: 0 / High[15]
[cell usage in the layout (no fill, tap or decap), types with 4 or more instances in the layout]
master,instances
sky130_fd_sc_hd__dfxtp_1,48
sky130_fd_sc_hd__xnor2_1,45
sky130_fd_sc_hd__edfxtp_1,32
sky130_fd_sc_hd__nand4_1,20
sky130_fd_sc_hd__clkdlybuf4s50_1,18
sky130_fd_sc_hd__mux2_2,16
sky130_fd_sc_hd__nor2_1,16
sky130_fd_sc_hd__and2_1,13
sky130_fd_sc_hd__nand2_1,11
sky130_fd_sc_hd__nor4_1,10
sky130_fd_sc_hd__xor2_1,10
sky130_fd_sc_hd__clkbuf_8,10
sky130_fd_sc_hd__nand3_1,7
sky130_fd_sc_hd__nor3_1,5
sky130_fd_sc_hd__inv_1,4
sky130_fd_sc_hd__ha_1,4
No activity file was given, so power comes from the tool's default toggle rates.
